**flow/design.v**
```verilog
`timescale 1ns / 1ps
module control32(Opcode,Function_opcode,Jr,RegDST,ALUSrc,MemtoReg,RegWrite,MemWrite,Branch,nBranch,Jmp,Jal,I_format,Sftmd,ALUOp);
    input[5:0]   Opcode;             
    input[5:0]   Function_opcode;  	 
    output       Jr;         	  
    output       RegDST;           
    output       ALUSrc;           
    output       MemtoReg;      
    output       RegWrite;   	   
    output       MemWrite;        
    output       Branch;         
    output       nBranch;        
    output       Jmp;             
    output       Jal;             
    output       I_format;       
    output       Sftmd;          
    output[1:0]  ALUOp;         
    wire lw, sw, beq, bne;
    wire R_format;
    assign beq = (Opcode == 6'b00_0100)?1:0;
    assign bne = (Opcode == 6'b00_0101)?1:0;
    assign lw = (Opcode == 6'b10_0011)?1:0;
    assign sw = (Opcode == 6'b10_1011)?1:0;
    assign Jmp = (Opcode == 2)?1:0;
    assign Jal = (Opcode == 3)?1:0;
    assign Jr = (R_format && Function_opcode == 8)?1:0;
    assign R_format = (Opcode == 6'b0)?1:0;
    assign RegDST = R_format;
    assign I_format = (Opcode[5:3] == 3'b001)?1:0;  
    assign ALUSrc = (I_format || lw || sw)?1:0;  
    assign MemtoReg = lw;  
    assign RegWrite = ((R_format || I_format || lw || Jal) && !(Jr))?1:0;
    assign MemWrite = sw;
    assign Branch = beq;
    assign nBranch = bne;
    assign ALUOp = {R_format || I_format, bne || beq}; 
    assign Sftmd = (((Function_opcode==6'b000000)||(Function_opcode==6'b000010)
            ||(Function_opcode==6'b000011)||(Function_opcode==6'b000100)
            ||(Function_opcode==6'b000110)||(Function_opcode==6'b000111))
                && R_format)? 1'b1:1'b0;
endmodule
```
**flow/run.sh**
```bash
#!/bin/bash
# OpenROAD 26Q1-2900-gdf79404cd8, Yosys 0.63+post, stock flow scripts
make -C /OpenROAD-flow-scripts/flow DESIGN_CONFIG=/design/flow/config.mk WORK_HOME=/design/flow/orfs finish
```
**flow/config.mk**
```make
export PLATFORM = sky130hd
export DESIGN_NAME = control32
export DESIGN_NICKNAME = control32
export VERILOG_FILES = /design/flow/design.v
export SDC_FILE = /design/flow/constraint.sdc
export NUM_CORES = 4
export LEC_CHECK = 1
export CORE_AREA = 10 10 70 70
export DIE_AREA = 0 0 80 80
```
**flow/constraint.sdc**
```tcl
current_design control32

set clk_period 1.4
set clk_io_pct 0.2

create_clock -name clk0 -period $clk_period

set non_clock_inputs [all_inputs -no_clocks]
set_input_delay [expr $clk_period * $clk_io_pct] -clock clk0 $non_clock_inputs
set_output_delay [expr $clk_period * $clk_io_pct] -clock clk0 [all_outputs]
```
==> metrics.yaml <==
power_and_ir_drop:
  power_frac_comb_pct: 100.0
  netSwitchingPower_uw: 56.0
  swShare_pct: 37.4
  p_int_uw: 93.7
  pwr-share-seq_pct: 0
  powerDensity_nw_per_um2: 191
  clkPwrFrac_pct: 0
  p_leak_uw: 0.000410
  peakVddDrop_uv: 41.4
yosys:
  synth_cells: 26
  yosys.area.top_type: "nor4b_2"
  topCellsByArea: "nor4b_2 (15%), nor4_4 (11%), nand3b_4 (10%)"
  synth_area_um2: 195
  syn_area_per_cell_um2: 7.51
  ys_cells: 26
  yosysUniqueCellTypes: 17
  yosysWarnings: 0
  top_area_share_pct: 15.4
  yosysChipArea_um2: 195
  ys_seq_share_pct: 0
min_path:
  hold_depth: 4
  hold_end: "Jal"
  min_path_type: "input port to output port"
  hp-start: "Opcode[5]"
critical_path:
  cp-start-kind: "input port"
  worstPathArrival_ns: 1.30
  required_ns: 1.12
  worst-setup-path-type: "input port to output port"
  critPathMaxFanout: 2
  cp-end-kind: "output port"
drt:
  antenna_violating_nets_post_route: 0
  via_per_inst: 3.32
  drc: 0
  drt_iter0_drc: 12
  wl_per_cell_um: 11.2
  antenna_cells: 0
  first_pass_iters: 2
  vias: 412
  wirelength_mm: 1.39
floorplanning:
  core_um2: 3420
  die_w_um: 80
  io_pins: 26
  die-area_um2: 6400
  die_y_um: 80
  fp-utilization_pct: 5.71
  row_count: 21
timing:
  period_minus_slack_ns: 1.58
  finalCritPeriodShare_pct: 113
  tightestPinTransition_ns: 0.250
  fin_ws_ns: -0.176
  slew_headroom_pct: 83.2
  max_freq_ghz: 0.635
  finalSetupViolations: 7
  tns_ns: -0.740
  rsz0062_at_grt: "true"
  finalHoldViolCount: 0
  slew_violations: 0
global_routing:
  grt_max_degree: 5
  grt_overflow: 0
  grt_pass1_vias: 412
  antenna_found_initial: 0
  grt_first_pass_wirelength_mm: 2.10
  grtUsageTotal_pct: 3.93
layout:
  area_growth_pct: 301
  register_area_um2: 0
  seq_cell_count: 0
  layout_top_cells: "buf_6 (17), buf_4 (13), buf_2 (10), dlygate4sd2_1 (5)"
  lay_top_count: "buf_6"
  clkbuf_count: 0
  fin_cells: 124
  drive_above_1_share_pct: 84.6
run_status:
  status: "finished, violations left"
  failed_checks: "setup timing"
run:
  openroad.warnings: 34
  cap_violations: 0
placement:
  routabilityCongestion: 0.836
  dp_cells: 110
  dp_hpwl_um: 976
  portBuffers: 26
clock_network:
  holdBufCountCts: 0
-- final cells by class --
type | count | area [um2]
Fill cell | 361 | 2630
Tap cell | 46 | 57.6
Multi-Input combinational cell | 24 | 265
Inverter | 2 | 7.51
Timing Repair Buffer | 52 | 453
-- Yosys cell counts, types with 2 or more instances --
cell / number
inv_1: 2
nand2_1: 3
nor2_1: 5
nor2b_1: 2
nor4b_2: 2
-- critical path, stage by stage --
cell     delay, ns
buf_8         0.10
nor4_4        0.30
buf_4         0.17
and4_4        0.20
buf_6         0.09
a31oi_1       0.03
buf_2         0.12
-- repair_timing --
item                       CTS  global route
pin swaps                   15             9
gates resized              106            16
setup endpoints to repair   14            10
setup buffers               12             4
-- stage by stage --
stage / power [uW] / util, % / hold slack, ns / area (um2) / worst slack (ns)
after floorplan: 18.4 / - / 0.573 / 195 / 0.254
after global placement: 103 / 17.7 / 1.59 / 603 / -0.870
after detailed placement: 103 / 17.7 / 1.59 / 603 / -0.854
after CTS: 140 / 22.0 / 0.896 / 751 / -0.173
after global routing: 160 / 22.9 / 0.920 / 783 / -0.229
final: 150 / 22.9 / 0.894 / 783 / -0.176
-- worst max path at each step --
stage | from | end | slack, ns | cells after the start
4_1_cts | Opcode[2] | RegWrite | -0.17 | 7
5_1_grt | Opcode[5] | RegWrite | -0.23 | 7
6_report | Opcode[5] | RegWrite | -0.18 | 7
-- cell families (layout without fill, tap and decap cells) --
group,Yosys count,after routing,synth area share [%]
compound gates,2,2,7.70
buf+inv,2,54,3.85
simple gates,22,22,88.5
-- power by group through the flow --
stage	logic, uW	clock network (uW)	registers (uW)
final	150	0	0
after global routing	160	0	0
after CTS	140	0	0
-- routing by layer --
| layer | GRT usage (%) | up-vias | routed length (um) |
|---|---|---|---|
| met5 | 0 | - | 0 |
| met4 | 0 | 0 | 0 |
| met3 | 1.82 | 0 | 201 |
| met2 | 5.70 | 24 | 552 |
| met1 | 5.47 | 187 | 633 |
| li1 | - | 201 | - |
No activity file was given, so power comes from the tool's default toggle rates.
