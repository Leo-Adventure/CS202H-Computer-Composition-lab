==> flow/design.v <==
`timescale 1ns / 1ps
module decode32(read_data_1,read_data_2,Instruction,mem_data,ALU_result,
                 Jal,RegWrite,MemtoReg,RegDst,Sign_extend,clock,reset,opcplus4);
    input[31:0]  Instruction;                
    input[31:0]  mem_data;   				 
    input[31:0]  ALU_result;   				 
    input        Jal;                        
    input        RegWrite;                   
    input        MemtoReg;                   
    input        RegDst;             
    input		 clock,reset;                
    input[31:0]  opcplus4;                   
    output[31:0] Sign_extend;                
    output[31:0] read_data_1;                
    output[31:0] read_data_2;                
    reg[31:0] register[0:31];  
    wire R_format = (Instruction[31:26] == 6'b0)?1:0;
    wire J_format = (Instruction[5:0] == 2 || Instruction[5:0] == 3)?1:0;
    wire I_format = (!R_format && !J_format)?1:0;
    wire[4:0] read_reg1 = Instruction[25:21];
    wire[4:0] read_reg2 = Instruction[20:16];
    wire[4:0] rd = Instruction[15:11];
    wire[4:0] write_reg = (Jal)?5'b11111:(RegDst)?rd:read_reg2; 
    wire is_addi = (Instruction[31:26] == 6'b00_1100)?1:0;
    wire is_ori = (Instruction[31:26] == 6'b00_1101)?1:0;
    wire is_xori = (Instruction[31:26] == 6'b00_1110)?1:0;
    wire is_sltiu = (Instruction[31:26] == 6'b00_1011)?1:0;
    integer i;
    always @(posedge clock) begin
        if(reset) begin
            for(i = 0; i < 32; i=i+1)
                register[i] <= 32'b0;
        end   
        if(RegWrite && write_reg) begin
            if(Jal)
                register[write_reg] <= opcplus4;
            else if(MemtoReg)
                register[write_reg] <= mem_data;
            else
                register[write_reg] <= ALU_result;
        end
    end
    assign Sign_extend = (is_addi || is_ori || is_xori || is_sltiu)?{16'b0,Instruction[15:0]}:{{16{Instruction[15]}},Instruction[15:0]};  
    assign read_data_1 = register[read_reg1];
    assign read_data_2 = register[read_reg2];
endmodule
==> flow/run.sh <==
#!/bin/bash
# OpenROAD 26Q1-2900-gdf79404cd8, Yosys 0.63+post, stock flow scripts
make -C /OpenROAD-flow-scripts/flow DESIGN_CONFIG=/design/flow/config.mk WORK_HOME=/design/flow/orfs finish
==> flow/config.mk <==
export PLATFORM = sky130hd
export DESIGN_NAME = decode32
export DESIGN_NICKNAME = decode32
export VERILOG_FILES = /design/flow/design.v
export SDC_FILE = /design/flow/constraint.sdc
export NUM_CORES = 4
export LEC_CHECK = 1
export CORE_UTILIZATION = 50
==> flow/constraint.sdc <==
current_design decode32

set clk_period 180.1
set clk_io_pct 0.2

create_clock -name clk0 -period $clk_period [get_ports {clock}]

set non_clock_inputs [all_inputs -no_clocks]
set_input_delay [expr $clk_period * $clk_io_pct] -clock clk0 $non_clock_inputs
set_output_delay [expr $clk_period * $clk_io_pct] -clock clk0 [all_outputs]
==> impl_metrics.py <==
# Generated from Yosys and OpenROAD reports
metrics = {
    "worst_setup_path": {
        "cp-end-kind": "primary output",
        "arrival_ns": 40.49,
        "path_max_fanout": 70,
        "path_class": "input port to primary output",
        "cp.required_ns": 144.08,
        "startpoint_type": "input port",
    },
    "routing": {
        "final_antenna_net_count": 0,
        "dr.first_iter.drc_count": 2431,
        "wl_per_cell_um": 37.7,
        "drtPass1Iterations": 6,
        "num_vias": 34900,
        "vias_per_cell": 6.90,
        "drc": 0,
        "routed_wl_um": 190000,
    },
    "clocking": {
        "cts_sinks": 1024,
        "h-tree-depth": 3,
        "ctsHoldBuffers": 0,
        "clockBufferDepth": 3,
        "cts_buffers": 108,
        "post-cts-setup-buffers": 0,
        "cts-resized-gates": 0,
        "clk_pin_slew_ns": 0.06,
        "cts_tree": "yes",
        "clockRootBuffer": "clkbuf_16",
    },
    "global_route": {
        "globalRouteTotalUtil_pct": 41.9,
        "grt_max_degree": 71,
        "antenna_found_initial": 8,
        "grt_pass1_vias": 37900,
        "grt-ovfl-total": 0,
        "grt_pass1_wl_um": 269000,
    },
    "sta": {
        "postLayoutSetupSlackWorst_ns": 103.59,
        "hold_ws_ns": 35.88,
        "period_needed_ns": 76.51,
        "max_slew.worst_pin.slew_ns": 1.09,
        "finalHoldViolations": 0,
        "tns_ns": 0,
        "max_slew_margin_pct": 26.4,
        "fmax_mhz": 13.1,
        "finalSetupViolations": 0,
        "rsz0062_at_grt": "false",
        "post-route-period-util_pct": 42.5,
        "report.final.slew_viol_count": 0,
    },
    "logic_synthesis": {
        "edf_count": 1024,
        "ys_seq_share_pct": 59.8,
        "ys_warn_count": 1,
        "post_synth.cell_area_avg_sq_um": 14.6,
        "yosys_cells": 3521,
        "syn_inst": 3521,
        "synthesis.area_sq_um": 51500,
        "ys_seq_elements": 1024,
        "yosys_area_sq_um": 51500,
        "ys_async_sr_fraction_pct": 0,
        "ys_types": 34,
        "ff_type": "edfxtp_1",
    },
    "min_path": {
        "hp-class": "input port to flop",
    },
    "layout": {
        "registers.top_by_ff_count": "register",
        "instances_no_fill": 5058,
        "final_layout_top_logic_cell": "edfxtp_1",
        "largest_reg_flops": 1024,
        "synthToLayoutAreaGrowth_pct": 13.7,
        "final_cell_area_sq_um": 58500,
        "top_regs": "register: 1024 flops",
        "drive_gt1_share_pct": 25.1,
        "final_cell_mix": "edfxtp_1, nor2_1, mux4_2, o22ai_1, clkdlybuf4s50_1",
    },
    "placed_design": {
        "gp_congestion": 0.915,
        "placed_area_sq_um": 55000,
        "dp.cells": 4858,
        "dp.final_hpwl_um": 109000,
        "dpl_worst_slack_ns": 103.48,
        "io_buffers": 207,
    },
    "floorplan": {
        "die_area_sq_um": 104000,
        "core_util_floorplan_pct": 50.5,
        "ios": 230,
        "fp.coreArea_sq_um": 102000,
        "die_h_um": 323,
        "rows": 117,
        "die_w_um": 323,
    },
    "power_and_ir_drop": {
        "leakage_nw": 20.0,
        "powerDensity_nw_per_um2": 9.89,
        "ir_worst_vdd_mv": 0.00873,
    },
    "job": {
        "warnings": 26,
        "drv_cap": 0,
    },
    "outcome": {
        "outcome": "finished clean",
    },
}
## cells in the mapped netlist (all sizes together) (34+ instances only)
master | number | area share [%]
nand2 | 38 | 0.28
mux2i | 34 | 0.66
o22ai | 256 | 3.1
edfxtp | 1024 | 60
nor4 | 65 | 0.79
nor2 | 966 | 7.0
a21oi | 37 | 0.36
buf | 134 | 1.4
clkbuf | 286 | 2.1
nand2b | 34 | 0.41
inv | 34 | 0.25
mux4 | 512 | 22
## worst paths after layout
kind / startpoint / to / cells past startpoint
setup / recovery: Instruction[22] / read_data_1[9] / 8
hold / removal: reset / register[0][29] / 1
## metal layers
layer | vias to the layer above | routed length [um] | track usage, % | part of all wire (%)
met2 | 3542 | 81600 | 54.2 | 43
met5 | - | 1060 | 8.84 | 0.56
met1 | 16900 | 53700 | 47.9 | 28
met3 | 611 | 43400 | 39.8 | 23
met4 | 45 | 10600 | 16.8 | 5.6
li1 | 13800 | - | - | -
## worst max-delay path, cell delays in order
cell and delay [ns]:
buf_8 0.42, buf_12 0.56, buf_4 0.74, buf_4 0.70, mux4_2 0.36, o22ai_1 0.09, nor4_1 0.85, clkdlybuf4s50_1 0.61
## report_power, final
group	switching [mW]	leakage, nW	internal, mW
Clock	0.0944	1.69	0.127
Sequential	0.00703	9.77	0.277
Combinational	0.0407	8.51	0.0325
Total	0.142	20.0	0.436
## cell type report
| cell class | instances | area [sq um] |
|---|---|---|
| Fill cell | 7643 | 43400 |
| Tap cell | 1368 | 1710 |
| Clock buffer | 130 | 2830 |
| Sequential cell | 1024 | 30700 |
| Antenna cell | 1 | 2.50 |
| Multi-Input combinational cell | 2074 | 19200 |
| Clock inverter | 69 | 621 |
| Inverter | 34 | 128 |
| Timing Repair Buffer | 358 | 3230 |
## per-stage QoR
stage | power [mW] | utilization, %
after floorplan | 0.328 | -
after global placement | 0.359 | 54.0
after detailed placement | 0.360 | 54.0
after CTS | 0.578 | 57.4
after global routing | 0.593 | 57.4
final | 0.579 | 57.4
## logic make-up after synthesis
family | Yosys count | synth area share (%)
buf+inv | 454 | 3.75
mux | 549 | 23.1
xor+xnor | 1 | 0.0170
compound gates | 332 | 4.07
simple gates | 1160 | 9.27
other cells | 1 | 0.00729
flops | 1024 | 59.8
Power is estimated from default activity; no workload was simulated.
